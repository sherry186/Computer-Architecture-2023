<file path="flow/constraint.sdc">
current_design MUX2_32

set clk_period 1.0
set clk_io_pct 0.2

create_clock -name clk0 -period $clk_period

set non_clock_inputs [all_inputs -no_clocks]
set_input_delay [expr $clk_period * $clk_io_pct] -clock clk0 $non_clock_inputs
set_output_delay [expr $clk_period * $clk_io_pct] -clock clk0 [all_outputs]
</file>
<file path="flow/run.sh">
#!/bin/bash
# OpenROAD 26Q1-2900-gdf79404cd8, Yosys 0.63+post, stock flow scripts
make -C /OpenROAD-flow-scripts/flow DESIGN_CONFIG=/design/flow/config.mk WORK_HOME=/design/flow/orfs finish
</file>
<file path="flow/design.v">
module MUX2_32(ctrl, in0, in1, out);
input ctrl;
input [31:0] in0, in1;
output [31:0] out;
assign out = (ctrl == 1'b0) ? in0 : in1;
endmodule
</file>
<file path="flow/config.mk">
export PLATFORM = sky130hd
export DESIGN_NAME = MUX2_32
export DESIGN_NICKNAME = MUX2_32
export VERILOG_FILES = /design/flow/design.v
export SDC_FILE = /design/flow/constraint.sdc
export NUM_CORES = 4
export LEC_CHECK = 1
export CORE_AREA = 10 10 71 71
export DIE_AREA = 0 0 81 81
</file>
==> Implementation_results.wiki <==
== Metrics ==
{| class="wikitable"
! Metric !! Value
|-
| Result of the run || finished with violations
|-
| Failing checks || negative setup slack
|-
| Initial Utilization || 0.1498
|-
| Flip-flop and latch area || 0 um^2
|-
| DRC Markers || 0
|-
| Data required time of the worst path || 0.80 ns
|-
| Setup repair after global routing missed its margin || yes
|-
| Path category of the worst min-delay check || in2out
|-
| Placed wire-length estimate || 2.503 mm
|-
| Number of clock buffers in the layout || 0
|-
| Path type of the worst setup path || in2out
|-
| Count of standard-cell rows || 22
|-
| Wirelength per Cell || 15.23 um
|-
| Post-synth seq share || 0
|-
| Avg Cell Area, Syn || 15.12 um^2
|-
| Horizontal die dimension || 81 um
|-
| Ys cells || 36
|-
| Vias in the first global route || 758
|-
| Antenna violations before repair || 0
|-
| Max Fclk || 0.8438 GHz
|-
| Count of endpoints failing setup in the final report || 32
|-
| Grt total ovfl || 0
|-
| Worst-case setup slack after placement || -0.5301 ns
|-
| Number of buffers inserted by hold repair at cts || 0
|-
| Post-route worst setup slack || -0.1851 ns
|-
| Largest driver fanout on the critical path || 1
|-
| Number of hold-slack violations in the final timing report || 0
|-
| Chip Footprint || 0.006561 mm^2
|-
| Share of final-layout standard cells stronger than drive strength 1 || 0.5328
|-
| Global placer's final weighted congestion || 0.8442
|-
| Leakage power || 0.0008611 uW
|-
| Hold Path Depth || 3
|-
| Fill cells || 361
|-
| Area growth from synthesis to layout || 191.7%
|-
| Crit path arrival time || 0.99 ns
|-
| Maximum number of pins on one net before global-route repair || 11
|-
| Core Region || 0.003633 mm^2
|-
| Power density normalized to cell area || 395.9 mW/mm^2
|-
| Vertical die dimension || 81 um
|-
| Slew HR || 0.9448
|-
| Total I/O pin count || 97
|-
| Combinational cell area excluding buffers and inverters || 480.5 um^2
|-
| Area of the synthesized netlist per yosys stat || 544.3 um^2
|-
| IO Port Bufs || 97
|-
| Total vias in the final route || 708
|-
| Mapped cell area || 544.3 um^2
|-
| Type of element capturing the critical path || primary output
|-
| Maxcap violations || 0
|-
| Seq cells || 0
|-
| Number of max-slew violations in the final report || 0
|-
| Startpoint type of the worst setup path || input pin
|-
| First-pass GRT wire length || 4.043 mm
|-
| Instance count of the mapped netlist || 36
|-
| Ratio of final minimum period to clock period || 1.185
|-
| Tool warnings || 34
|-
| Iteration count of the initial detailed-routing pass || 2
|-
| First-iteration detailed-routing DRC count || 4
|-
| Antenna violation net count after detailed routing || 0
|-
| Slew @ Worst Pin || 0.08273 ns
|-
| Peak supply drop || 0.1607 mV
|-
| Wire length after detailed routing || 2.817 mm
|-
| Worst hold margin || 0.7017 ns
|-
| Total global routing track utilization || 0.07538
|-
| Yosys synthesis warning count || 0
|-
| Post-layout min period || 1.185 ns
|-
| Via-to-Cell Ratio || 3.827
|-
| # diodes || 0
|-
| Distinct cells, synth || 4
|}
[path summary, 6_finish.rpt]
kind / startpoint / end / slack, ns
min: in1[16] / out[16] / 0.70
max: in0[2] / out[2] / -0.19
[repair_timing]
item	CTS	global route
cloned	1	0
resized	166	15
setup buffers	3	0
setup endpoints to repair	32	32
[cells by family (layout without fill, tap and decap cells)]
| kind of cell | count (synthesis) | count (layout) | synth area share |
|---|---|---|---|
| buffers and inverters | 4 | 105 | 0.1310 |
| muxes | 32 | 32 | 0.8690 |
[cell usage in the layout, fill, tap and decap left out, drive strengths merged]
cell,synthesis,final
buf,4,41
clkdlybuf4s50,0,14
dlygate4sd2,0,46
dlymetal6s2s,0,4
mux2,32,32
[routing by layer]
layer,global-route usage,vias to the layer above,part of all wire
met3,0.02784,0,0.11
met2,0.1314,50,0.51
met5,0,-,0
met4,0,0,0
met1,0.09222,317,0.38
li1,-,341,-
[power breakdown]
part / switching [uW] / internal, uW
combinational: 136 / 493
sequential: 0 / 0
clock: 0 / 0
[Yosys cell counts]
master | number | area share
buf_12 | 3 | 0.11
buf_6 | 1 | 0.021
mux2_2 | 2 | 0.041
mux2_4 | 30 | 0.83
[through the flow]
stage	instance area, um^2	total power, uW	TNS [ns]	cells	util
6_report	1588	628.6	-2.969	185	0.4370
4_1_cts	1509	596.9	-3.189	185	0.4153
2_1_floorplan	544.3	206.3	0	36	-
3_5_place_dp	1529	653.4	-16.41	181	0.4208
3_3_place_gp	1529	649.9	-15.96	181	0.4208
5_1_grt	1588	671.2	-3.497	185	0.4370
[critical path, stage by stage]
cell and delay [ns]:
clkdlybuf4s50_1 0.40, mux2_4 0.27, buf_6 0.11
[area by class of cell]
class | instances | share of cell area
multi-input cells | 32 | 0.3026
well taps | 48 | 0.03783
repair buffers | 105 | 0.6596
Power is estimated from default activity; no workload was simulated.
